==> design/flow/design.v <==
module TMAG5170(inclk,trig,rst,spi_ready,tirg_out,channel,outdata);
input inclk,trig,rst,spi_ready;
output reg tirg_out;
output reg [31:0]outdata;
output reg[1:0]channel;
reg init;
reg lastTrig;
reg[5:0] t;
reg SPI_send;
always@(posedge inclk or posedge rst)
begin
	if(rst)begin 
		init<=1'b0;
		t<=0;
		tirg_out<=1'b0;
		channel<=2'b00;
		SPI_send<=1'b0;
		outdata<=0;
	end 
	else begin 
		lastTrig<=trig;
		if((trig==1'b1)&&(lastTrig==1'b0))begin 
			if(init)begin
				tirg_out<=1'b1;
			end
			else begin
				tirg_out<=1'b0;
			end
		end 
		else begin 
			init=1'b1;
			tirg_out<=1'b0;
			if(tirg_out==1'b1||!init)begin 
				t<=t+1'b1;
				channel<=t[1:0];
				case(t)	
					0 :begin outdata<=32'h8d000001; end 
					1 :begin outdata<=32'h00400806; end 
					2 :begin outdata<=32'h0103aa05; end 
					3 :begin outdata<=32'h02000000; end 
					4 :begin outdata<=32'h0f000407; end 
					5 :begin outdata<=32'h11000000; end 
					6 :begin outdata<=32'h00002808; end 
					7 :begin outdata<=32'h89000000; end
					8 :begin outdata<=32'h89000000; end
					9 :begin outdata<=32'h8A000004; end
					10:begin outdata<=32'h8B000009; end
					11:begin outdata<=32'h8C00000c;t<=8; end						
					default:begin t<=6'd0;init<=1'b0;tirg_out<=1'b0; end
				endcase	
			end
			else begin
			end				
		end 
	end 
end
endmodule 
==> design/flow/run.sh <==
#!/bin/bash
# OpenROAD 26Q1-2900-gdf79404cd8, Yosys 0.63+post, stock flow scripts
make -C /OpenROAD-flow-scripts/flow DESIGN_CONFIG=/design/flow/config.mk WORK_HOME=/design/flow/orfs finish
==> design/flow/config.mk <==
export PLATFORM = sky130hd
export DESIGN_NAME = TMAG5170
export DESIGN_NICKNAME = TMAG5170
export VERILOG_FILES = /design/flow/design.v
export SDC_FILE = /design/flow/constraint.sdc
export NUM_CORES = 4
export LEC_CHECK = 1
export CORE_AREA = 10 10 109 109
export DIE_AREA = 0 0 119 119
==> design/flow/constraint.sdc <==
current_design TMAG5170

set clk_period 3.8
set clk_io_pct 0.2

create_clock -name clk0 -period $clk_period [get_ports {inclk}]

set non_clock_inputs [all_inputs -no_clocks]
set_input_delay [expr $clk_period * $clk_io_pct] -clock clk0 $non_clock_inputs
set_output_delay [expr $clk_period * $clk_io_pct] -clock clk0 [all_outputs]
==> run summary <==
Synthesis and PnR results.

- The highest clock rate is 416.6 MHz.
- The clock-pin transition on the worst setup and hold timing paths reads 90 ps.
- The flow ran to the end, and the final reports show no timing, DRC or antenna violations.
- The post-CTS repair timing setup buffer count is 0.
- The layout overhead on the synthesized area reads 23.30%.
- Setup repair after global routing left no endpoint under its margin.
- The power density relative to cell area is 695.4 nW/um2.
- The portion of the post-synthesis area used by sequential elements reads 44.07%.
- The total of warnings raised by yosys reads 1.
- The total of hold buffers inserted after clock tree synthesis reads 0.
- The summed instance area of the synthesized netlist reads 1488 um2.
- The count of pins on the block boundary is 39.
- The number of placed instances, taps included reads 305.
- The max-cap violation count reads 0.
- The most frequently used library cell after synthesis is dfrtp_1.
- The count of clock tree sinks is 26.
- The global-route wire length before repair reads 5.520 mm.
- The TritonCTS buffer count is 3.
- The distinct cell type count of the synthesized netlist is 38.
- The worst relative slew slack is 61.53%.
- Detailed placement ended at an HPWL of 2.517 mm.
- For this design the static power due to leakage is 0.7682 nW.
- The chip area in the Yosys report reads 1488 um2.
- The post-synth tally of flip-flops with integrated enable is 1.
- The worst path required time is 3960 ps.
- The sum of overflow across all layers after global routing is 0.
- The share of synthesized cell area in full adder, half adder and majority cells is 3.364%.
- Per the detail_route report, vias per standard cell equal 3.654.
- The fraction of the cycle the final worst path needs is 63.17%.
- Per the OpenROAD floorplan log, the width of the die is 119 um.
- The number of cells on the worst hold path is listed as 1.
- The count of port buffers added during placement reads 23.
- The final antenna-violating net count is 0.
- After detailed placement, the total cell area comes to 1763 um2.
- The vias after detailed routing is 1129.
- The number of fill cells in the layout is 1085.
- The actual transition at the worst max-transition pin is 572.6 ps.
- Per the finish-stage timing summary, setup violations number 0.
- The post-detailed-route DRC marker count reads 0.
- In the setup report, the worst path falls into the class reg -> reg.
- The number of register bits inferred by synthesis reads 26.
- The violation tally from detailed-route iteration zero is 62.
- The count of non-filler cells in the finished layout reads 309.
- The share of layout cells above drive strength 1 is 7.386%.
- The placeable core area reads 9639 um2.
- For the completed layout, the total cell area is recorded as 1834 um2.
- In this run the core area contains 36 standard-cell rows.
- The clock network latency to the later pin of the worst-skew pair reads 270 ps.
- The per-cell routed wire length is 10.83 um.
- The all-layer global routing usage reads 4.543%.
- The logic depth of the worst register-to-register path reads 6.
- The cell count after synthesis is 162.
- STA classifies the critical path endpoint as a flip-flop.
- The worst hold-check path type is reg -> reg.
- The pre-antenna-repair detailed-routing pass consisted of 4 iterations.
- The library cell occupying the most area in the post-synthesis netlist reads dfrtp_1.
- The share of Yosys cell area claimed by the top area cell type is 42.05%.
- The post-cts sizing count is 0.
- The accumulated negative setup slack is 0 ps.
- The number of warnings in the stage logs is 29.
- The setup skew after layout is 3.333 ps.
- Of the total synthesized cell area, the portion taken by XOR and XNOR cells is 0%.
- The fraction of registers with async set/reset is 96.15%.
- Of the post-synthesis cell area, the part taken by muxes is 2.944%.
- The final estimated routing congestion in global placement reads 0.8759.
- The cell total in the yosys stat output is 162.
- Ranked by total cell area, the synthesized netlist is headed by dfrtp_1 (42%), buf_4 (8.6%), nand2_1 (3.8%), o21ai_0 (3.7%), ha_1 (3.4%).
- The maximum fanout encountered on the critical timing path is 14.
- Per the OpenROAD floorplan log, the height of the die is 119 um.
- The final hold violation count recorded for this run is 0.
- The total antenna diodes in the routed design reads 0.
- The via count of the first global-routing pass came to 1113.
- The deepest level of the CTS H-tree reads 1.
- The average instance area after synthesis reads 9.183 um2.
- For the finished layout, the period the worst path requires is 2400 ps.
- The area share of and-or/or-and cells after synthesis reads 17.49%.
- TritonCTS built the clock tree.
- The basic-gate share of the synthesized area counting and, or, nand and nor cells is 17.91%.
- For reference, the top logic cell family by area is simple AND/OR/NAND/NOR gates.
- For reference, the top cells by count after synthesis are dfrtp_1 (25), buf_4 (17), nand2_1 (15).
- The launching element type of the critical path is a flip-flop.
- The buffer cell driving the clock tree root reads clkbuf_8.
- The area of the chip is 14160 um2.
- The predominant post-synthesis flop cell is dfrtp_1.
- The total wire length reads 3.346 mm.
- The number of antenna violations at the first check in global routing is 0.
- The pin count of the biggest net entering global routing is 27.
- The floorplan step records an initial core utilization of 15.43%.
- The maximum count of clock buffers along a single path reads 2.
- The data arrival time of the critical path reads 2560 ps.
- The highest ir drop seen on vdd is 0.0002514 V.
- The final timing report lists a max-slew violation count of 0.
sequential cells by signal, indices dropped and copies added, names as in the netlist:
name,flops
tirg_out,1
init,1
lastTrig,1
t,6
outdata,15
channel,2
critical path, cell delays in order (launching register included):
cell     delay, ps
dfrtp_1        440
inv_1          100
ha_1           330
nor4_2         490
or4b_1         520
nor2_1         140
a211o_1        280
power by group:
group | total, W | internal [W] | switching [W] | leakage (nW)
logic | 0.000591 | 0.000332 | 0.000259 | 0.415
registers | 0.000458 | 0.000374 | 0.0000847 | 0.318
clock network | 0.000226 | 0.000141 | 0.0000847 | 0.0357
placed cells by master (no fill, tap or decap), drive strengths merged, types with 2 or more instances in the layout:
| cell | netlist | final |
|---|---|---|
| a211o | 2 | 2 |
| a21o | 2 | 2 |
| a21oi | 6 | 6 |
| a2bb2oi | 4 | 4 |
| a31oi | 2 | 2 |
| and2 | 5 | 5 |
| buf | 20 | 2 |
| clkbuf | 8 | 3 |
| clkdlybuf4s50 | 0 | 23 |
| conb | 1 | 14 |
| dfrtp | 25 | 25 |
| ha | 4 | 4 |
| inv | 6 | 6 |
| mux2 | 3 | 3 |
| nand2 | 15 | 15 |
| nand2b | 2 | 2 |
| nand3 | 5 | 5 |
| nor2 | 10 | 10 |
| nor2b | 4 | 4 |
| nor3 | 6 | 6 |
| nor4 | 2 | 2 |
| o21ai | 14 | 14 |
| o22ai | 4 | 4 |
| o31ai | 2 | 2 |
final timing paths:
path	start	end	slack [ps]
max	t[0]	outdata[11]	1400
min	outdata[13]	outdata[13]	480
max reg2reg	t[0]	outdata[11]	1400
min reg2reg	outdata[13]	outdata[13]	480
max in group asynchronous	rst	t[1]	2700
min in group asynchronous	rst	outdata[11]	850
routing by layer:
metal	track usage, %	wire length [um]
met1	6.086	1523
met2	7.331	1538
met3	1.679	284
met4	0	0
met5	0	0
cells by family (layout without fill, tap and decap cells):
| logic type | Yosys count | in the layout |
|---|---|---|
| AND-OR/OR-AND | 40 | 40 |
| adder cells (fa/ha/maj) | 4 | 4 |
| buffers and inverters | 34 | 35 |
| flip-flops | 26 | 26 |
| multiplexers | 4 | 4 |
| other | 1 | 14 |
| AND/OR/NAND/NOR | 53 | 53 |
area by class of cell:
cell class                      count  area (um2)  area share (%)
Inverter                            6       22.52           1.228
Clock inverter                      1       30.03           1.637
Clock buffer                        3       41.29           2.251
Multi-Input combinational cell    115       673.1           36.70
Tap cell                          133       166.4           9.072
Timing Repair Buffer               25       245.2           13.37
Sequential cell                    26       655.6           35.74
metrics by stage:
| stage | hold slack [ps] | worst slack [ps] | total power (W) | util (%) |
|---|---|---|---|---|
| 2_1_floorplan | 425.6 | 1794 | 0.0008193 | - |
| 3_3_place_gp | 460.6 | 1191 | 0.001061 | 18.29 |
| 3_5_place_dp | 466.8 | 1181 | 0.001066 | 18.29 |
| 4_1_cts | 489.2 | 1412 | 0.001300 | 19.03 |
| 5_1_grt | 509.3 | 1193 | 0.001388 | 19.03 |
| 6_report | 483.1 | 1400 | 0.001275 | 19.03 |
Power figures rest on the tool's default switching activity, not on a simulated workload.
