==> ./design.v <==
module SPI(inclk,rst,trig,indata,
SDO,
ready, 
outdata,
N_CS,SDI,SCLK
);
parameter SPI_LENGTH=32;
input inclk,trig,rst;
input [SPI_LENGTH-1:0]indata;
input SDO;
output reg N_CS,SDI,SCLK;
output reg ready;
output reg [SPI_LENGTH-1:0]outdata;
reg init; 
reg busy; 
reg lastTrig;
reg [SPI_LENGTH-1:0]TXBUF; 
reg [7:0]w;
reg[4:0] t;
always@(posedge inclk or posedge rst)
begin
	if(rst)begin 
		init<=1'b0;
		busy<=1'b0;
		ready<=1'b0;
		t<=5'd0;
	end
	else begin 
		if(!init)begin 
			t<=t+1'b1;
			case(t)	
				5'd1:begin N_CS<=1'b1; end
				5'd2:begin SCLK<=1'b0; end
				5'd3:begin t<=5'd0;init<=1'b1;ready<=1'b1; end
			endcase
		end
		else begin 
			lastTrig<=trig;
			if((trig==1'b1)&&(lastTrig==1'b0))begin 
				busy<=1'b1;
				ready<=1'b0;
			end 
			else begin 
				if(busy)begin 
					t<=t+1'b1;
					case(t)
						5'd0:begin N_CS<=1'b0;TXBUF<=indata;w<=SPI_LENGTH-1; end
						5'd1:begin SDI<=TXBUF[w]; end
						5'd2:begin SCLK<=1'b1; end
						5'd3:begin
									outdata[w]<=SDO;
									SCLK<=1'b0; 
									if(w==8'd0)begin 
										t<=5'd4;
									end
									else begin 
										w<=w-1'b1;
										t<=5'd1;
									end
								end
						5'd4:begin busy<=0;ready<=1'b1;t<=5'd0;N_CS<=1'b1; end
						default:begin t<=5'd0; end
					endcase
				end 
				else begin 
				end
			end 
		end	
	end
end
endmodule 
==> ./run.sh <==
#!/bin/bash
# OpenROAD 26Q1-2900-gdf79404cd8, Yosys 0.63+post, stock flow scripts
make -C /OpenROAD-flow-scripts/flow DESIGN_CONFIG=/design/flow/config.mk WORK_HOME=/design/flow/orfs finish
==> ./config.mk <==
export PLATFORM = sky130hd
export DESIGN_NAME = SPI
export DESIGN_NICKNAME = SPI
export VERILOG_FILES = /design/flow/design.v
export SDC_FILE = /design/flow/constraint.sdc
export NUM_CORES = 4
export LEC_CHECK = 1
export CORE_UTILIZATION = 30
==> ./constraint.sdc <==
current_design SPI

set clk_period 7.3
set clk_io_pct 0.2

create_clock -name clk0 -period $clk_period [get_ports {inclk}]

set non_clock_inputs [all_inputs -no_clocks]
set_input_delay [expr $clk_period * $clk_io_pct] -clock clk0 $non_clock_inputs
set_output_delay [expr $clk_period * $clk_io_pct] -clock clk0 [all_outputs]
==> changes_impl.md <==
### Implementation results

* Buf/Inv on CP at 2
* Synth warn at 1
* N_diodes at 0
* XOR Share, Synth at 0.0126
* Log Warnings at 29
* Cell family with most CP delay: simple AND/OR/NAND/NOR gates
* Clock Sinks at 84
* Max incr delay on CP at around 470 ps
* Via count at 2805
* Crit share post-route at 0.392
* Worst EP required at about 7400 ps
* Aoi share at 0.0579
* ANT nets after route at 0
* Root buffer cell: clkbuf_16
* Post-synth EDFFs at between 70 and 80
* Status: complete, no violations
* Worst Skew at 4.83 ps
* DR vias/cell at 4.81
* Synthesized area at about 4200 um2
* Register share of total power at 0.486
* Maximum VDD drop at between 100 and 150 uV
* GRT busiest layer: met1
* P&R area growth vs syn at 27.2%
* Share of total power in combinational logic at 0.228
* CP max-delay cell: or3b_1
* Power Dens Cells at about 260 nW/um2
* Mux area share at 0.125
* Fp util at 0.311
* Mapped Cells at between 300 and 400
* Chip Width at ~120 um
* FP Rows at 42
* CTS tree: yes
* Final Slew Violations at 0
* Min Tclk post-route at between 2000 and 3000 ps
* Die y size at around 120 um
* Worst Hold Depth at 1
* # hold bufs at CTS at 0
* Inserted Clock Buffers at 9
* Yosys stat area at approximately 4200 um2
* Total wire length at 8140 um
* RePlAce Congestion at 0.832
* Max clock buf depth at 2
* Asr flop ratio synth at 0.0952
* Met2 Use GR at 0.184
* CP Data Arrival Time at about 3000 ps
* Cts repair resizes at 0
* Vias in the first global route at between 2k and 3k
* Adder-Cell Fraction of Synth Area at 0.0180
* Worst-path cell chain: buf_4 > inv_1 > ha_1 > or3b_1 > or3b_4 > nand3_4 > nand4_1 > mux2_1
* Number of I/O port buffers at a little over 70
* Top Layout Cells: 76 x edfxtp_1, 71 x clkdlybuf4s50_1, 30 x nand3_1
* CP Launch Type: register
* Htree depth at 3
* Number of library cell types mapped by synthesis at ~48
* Fraction of layout cells with a size suffix above 1 at 0.0762
* Ys cells at around 340
* NetSw at roughly 0.39 mW
* Hold Path Class: register to register
* Average cell area after synthesis at approximately 12 um2
* Gr ovfl total at 0
* Top comb family, area: simple AND/OR/NAND/NOR gates
* Ports at 72
* Setup violations, final at 0
* Met1 usage at 0.197
* Setup slack at placement at slightly above 4000 ps
* CTS clk-pin slew, worst paths at roughly 60 ps
* Worst-path maximum fanout at 26
* WP depth at 8
* Largest net degree at the start of global routing at 33
* Switching share of power at 0.281
* Routing usage on met3 at 0.0330
* Insertion Delay late pin at between 300 and 400 ps
* DR iter-0 viols at 194
* Die area at about 14000 um2
* Setup WS post-layout at about 4400 ps
* Headroom to the max-slew limit at 0.419
* Clock network power share at 0.286
* Fmax at roughly 350 MHz
* Main synth FF type: edfxtp_1
* Final HPWL DP at approximately 5800 um
* GRT Total Usage at 0.124
* Leak Pwr at roughly 1.8 nW
* Worst Setup End Kind: register
* # Max-Cap Violations at 0
* R2R cell count at 8
* WL/cell at about 14 um
* Setup TNS at 0 ps
* RSZ-0062 raised after global routing: false
* Kind of critical path: register to register
* Internal Dissipation at roughly 1 mW
* Post-CTS Setup Bufs at 0
* Seq/Total Area, Yosys at 0.595
* Antenna violations before repair at 0
* Hold Fails Final Rpt at 0
* Simple Share, Synth at 0.160
* DRC viols at 0
* Yosys reg bits at between 80 and 90
* First-pass iteration count of the detailed router at 4
* First-pass GRT wire length at ~14000 um
* Top cell excl fill/tap: edfxtp_1
* Worst-Margin Slew at between 800 and 900 ps
* Core Footprint at approximately 13000 um2
==> through the flow <==
stage	hold slack (ps)	power (mW)	util	cells	cell area (um2)
after global placement	547	0.989	0.377	568	5060
after detailed placement	555	0.994	0.377	568	5060
after floorplan	496	0.868	-	335	4170
after CTS	569	1.39	0.396	583	5310
after global routing	596	1.45	0.396	583	5310
final	562	1.37	0.396	583	5310
==> cell families after synthesis <==
group,Yosys count
flops,84
simple gates,127
mux,48
fa+ha+maj,6
compound gates,35
xor+xnor,6
buf+inv,29
==> sequential cells by signal, indices dropped and copies added (netlist names), 5 cells and up <==
signal	count
t	5
outdata	32
w	8
TXBUF	32
==> Yosys cell counts, drive strengths merged, types with 2 or more instances <==
| cell | count | area share |
|---|---|---|
| nor3b | 2 | 0.0036 |
| nand2b | 4 | 0.0060 |
| ha | 6 | 0.018 |
| nand2 | 27 | 0.024 |
| nand4b | 2 | 0.0042 |
| xnor2 | 3 | 0.0063 |
| nor2b | 3 | 0.0045 |
| xor2 | 3 | 0.0063 |
| nor3 | 8 | 0.0096 |
| nand4 | 7 | 0.011 |
| mux2i | 16 | 0.038 |
| dfrtp | 8 | 0.048 |
| and2 | 2 | 0.0030 |
| buf | 6 | 0.011 |
| nand3 | 31 | 0.040 |
| inv | 9 | 0.0081 |
| edfxtp | 76 | 0.55 |
| o22ai | 4 | 0.0060 |
| clkbuf | 14 | 0.013 |
| nor4 | 8 | 0.012 |
| a22oi | 7 | 0.013 |
| or3b | 2 | 0.0048 |
| nor2 | 21 | 0.019 |
| nor4b | 2 | 0.0042 |
| nand3b | 2 | 0.0036 |
| o31ai | 2 | 0.0036 |
| a21oi | 8 | 0.0096 |
| a21o | 2 | 0.0036 |
| a211oi | 2 | 0.0036 |
| or3 | 3 | 0.0045 |
| o21ai | 2 | 0.0024 |
| mux2 | 32 | 0.086 |
==> per-layer routing <==
| layer | share of wire | wire length, um |
|---|---|---|
| met2 | 0.46 | 3710 |
| met5 | 0 | 0 |
| met3 | 0.060 | 485 |
| met1 | 0.47 | 3830 |
| met4 | 0.014 | 112 |
==> power groups by stage <==
stage | clock (mW) | sequential (mW) | combinational (mW)
CTS | 0.407 | 0.668 | 0.317
finish | 0.393 | 0.667 | 0.313
global route | 0.426 | 0.678 | 0.351
==> cell type report <==
cell class / count / area, um2
Fill cell: 1294 / 8090
Sequential cell: 84 / 2480
Multi-Input combinational cell: 222 / 1560
Timing Repair Buffer: 77 / 756
Clock buffer: 11 / 233
Tap cell: 176 / 220
Inverter: 9 / 33.8
Clock inverter: 4 / 17.5
==> worst paths after layout <==
path	startpoint	endpoint	slack, ps
worst min register to register	outdata[11]	outdata[11]	560
worst max register to register	w[0]	outdata[5]	4440
worst max-delay path	w[0]	outdata[5]	4440
max in group asynchronous	rst	t[1]	5530
worst min-delay path	outdata[11]	outdata[11]	560
min in group asynchronous	rst	ready	1520
No activity file was given, so power comes from the tool's default toggle rates.
